==> design/flow/design.v <==
module alu( A, B, ALU_Sel, ALU_Result); 
  input   [7:0] A,B;         
  input   [3:0] ALU_Sel;     
  output  [8:0] ALU_Result;  
  reg     [8:0] ALU_Result;
always @(*) begin 
  case(ALU_Sel) 
    4'b0000: ALU_Result = A + B ;               
    4'b0001: ALU_Result = A - B ;               
    4'b0010: ALU_Result = A * B;                
    4'b0011: ALU_Result = A/B;                  
    4'b0100: ALU_Result = A<<1;                 
    4'b0101: ALU_Result = A>>1;                 
    4'b0110: ALU_Result = {A[6:0],A[7]};        
    4'b0111: ALU_Result = {A[0],A[7:1]};        
    4'b1000: ALU_Result = A & B;                
    4'b1001: ALU_Result = A | B;                
    4'b1010: ALU_Result = A ^ B;                
    4'b1011: ALU_Result = ~(A | B);             
    4'b1100: ALU_Result = ~(A & B);             
    4'b1101: ALU_Result = ~(A ^ B);             
    4'b1110: ALU_Result = (A>B)?8'd1:8'd0;      
    4'b1111: ALU_Result = (A==B)?8'd1:8'd0;     
    default: ALU_Result = 0; 
  endcase 
end 
endmodule 
==> design/flow/run.sh <==
#!/bin/bash
# OpenROAD 26Q1-2900-gdf79404cd8, Yosys 0.63+post, stock flow scripts
make -C /OpenROAD-flow-scripts/flow DESIGN_CONFIG=/design/flow/config.mk WORK_HOME=/design/flow/orfs finish
==> design/flow/config.mk <==
export PLATFORM = sky130hd
export DESIGN_NAME = alu
export DESIGN_NICKNAME = alu
export VERILOG_FILES = /design/flow/design.v
export SDC_FILE = /design/flow/constraint.sdc
export NUM_CORES = 4
export LEC_CHECK = 1
export CORE_UTILIZATION = 30
==> design/flow/constraint.sdc <==
current_design alu

set clk_period 26.7
set clk_io_pct 0.2

create_clock -name clk0 -period $clk_period

set non_clock_inputs [all_inputs -no_clocks]
set_input_delay [expr $clk_period * $clk_io_pct] -clock clk0 $non_clock_inputs
set_output_delay [expr $clk_period * $clk_io_pct] -clock clk0 [all_outputs]
==> out/qor.txt <==
initial antenna violation count: 0
chip area: 16100 um^2
drt wl/cell: 17.3 um
effective utilization at floorplan: 30.8%
Syn Std Cell Area: 4690 um^2
antenna diode instance count: 0
mean area per synthesized cell: 7.16 um^2
DRT Wirelength: 14700 um
Post-Route Utilization: 33.9%
most frequent cell on the critical path: ha_1
Setup-failing EPs final: 0
Req. time, crit path: 21360 ps
Max stage delay cell, worst path: clkdlybuf4s50_1
number of detailed-route iterations in the first pass: 5
total global routing track utilization: 18.9%
gr busiest metal: met2
arrival time reported for the critical path endpoint: 18320 ps
number of buffer cells added on primary ports: 29
die boundary width: 127 um
outcome: completed
minimum clock period: 23660 ps
path length in cells of the critical path: 47
half-perimeter wire length of the detailed placement result: 11700 um
Post-CTS Setup Inserts: 0
Main area contributors: ha_1 23%, fa_1 8.5%, inv_1 5.4%
Worst Hold Margin: 12070 ps
antenna-violating nets left: 0
critical setup path kind: input port to output pin
number of design rule violations left after detail routing: 0
met2 layer usage reported by global route: 29.3%
hold_buf cts: 0
sequential share of the synthesized area: 0%
post-synthesis to final-layout area growth: 9.93%
Worst Hold Path EP: ALU_Result[4]
# Max-Cap Violations: 0
Worst Path Max Fanout: 19
nature of the critical path startpoint: input port
FMAX: 0.0423 GHz
M1 GR Usage: 28.8%
Leak: 2.23 nW
worst hold path startpoint: ALU_Sel[2]
transition time of the tightest slew-check pin: 847 ps
cell class contributing the biggest share of worst-path delay: AND-OR/OR-AND gates
Synthesis Warnings: 1
final sequential cell count: 0
via count of the first global-routing pass: 4438
chip area line of the yosys report: 4690 um^2
CP endpoint kind: output pin
ys cells: 655
worst ir drop on vdd: 0.0133 mV
worst min-delay path category: input port to output pin
clkbuf count: 0
library cells used by synthesis: 73
number of placement rows: 45
max_slew headroom: 43.4%
worst path bufs/invs: 3
Final Slew Violations: 0
Tot Pwr: 0.000144 W
tool warnings: 51
global-route wire length before repair: 23800 um
final setup TNS: 0 ps
register area: 0 um^2
unrepaired setup endpoints after global routing: no
average via count per standard cell: 5.61
total power per unit cell area: 27.9 nW/um^2
area of the core: 15200 um^2
crit share post-route: 88.6%
routability congestion estimate from global placement: 0.937
Post-synth top cells: 86 x ha_1, 67 x inv_1, 66 x nor2_1
Global Route met3 Usage: 2.22%
maximum number of pins on one net before global-route repair: 46
violation count after the first detailed-route iteration: 305
IO Pins: 29
number of hold violations in the final report: 0
share of layout cells above drive strength 1: 4.37%
Synth top cell by count: ha_1
cell taking the most area after synthesis: ha_1
worst hold path stage count: 6
gr ovfl total: 0
area share of the leading cell type in the synthesized netlist: 23.0%
Post-CTS Resized: 0
number of vias after detailed routing: 4781
Mapped Cells: 655
height of the die: 127 um
critical path's largest stage delay: 690 ps
## final cells by class
cell class | instances | area, um^2
tap | 188 | 235
fill | 1619 | 10000
inverter | 70 | 263
multi-input combinational | 560 | 4330
timing repair buffer | 34 | 328
## cell families (layout without fill, tap and decap cells)
kind of cell,after synthesis,after routing,synth area share [%]
mux,16,16,3.76
other cells,1,1,0.0800
compound gates,206,206,30.8
simple gates,198,198,19.7
buf+inv,95,104,7.69
xor+xnor,32,32,6.27
fa+ha+maj,107,107,31.7
## per-stage QoR
stage,setup WS (ps),cell area [um^2],instances
2_1_floorplan,5620,4690,655
3_3_place_gp,3420,5150,852
3_5_place_dp,3080,5150,852
4_1_cts,3070,5150,852
5_1_grt,2120,5150,852
6_report,3040,5150,852
## metal layers
| layer | wire [um] | vias to the layer above |
|---|---|---|
| met4 | 236 | 0 |
| met2 | 6250 | 168 |
| met3 | 1030 | 18 |
| li1 | - | 2409 |
| met5 | 0 | - |
| met1 | 7220 | 2186 |
## tightest hold or removal path, stage by stage
cell,delay [ps]
clkdlybuf4s50_1,400
buf_4,220
nand2_1,90
a21oi_1,60
o21a_1,210
clkdlybuf4s50_1,400
## power breakdown
group          internal [W]  switching [W]
clock                     0              0
sequential                0              0
combinational     0.0000628      0.0000809
## worst max path at each step
stage,from,endpoint,slack (ps)
after global routing,B[0],ALU_Result[0],2120
after CTS,B[0],ALU_Result[0],3070
final,B[0],ALU_Result[0],3040
## placed cells by master, fill, tap and decap left out, types with 4 or more instances in the layout
master / n
a21oi_1: 45
o21a_1: 13
a31oi_1: 5
nand2b_1: 7
nand4_1: 5
o22ai_1: 13
inv_1: 67
o32a_1: 4
mux2_2: 5
clkdlybuf4s50_1: 29
o211ai_1: 11
xor2_1: 13
a211oi_1: 7
nor2b_1: 10
fa_1: 20
o21ai_0: 28
a221oi_1: 7
nand2_1: 52
nand3_1: 10
xnor2_1: 18
nand3b_1: 4
nor4_1: 5
nor3_1: 22
a2111oi_0: 4
ha_1: 86
a21o_1: 8
buf_4: 5
mux2i_1: 9
a211o_1: 4
or3_1: 6
nor2_1: 66
o21bai_1: 7
o21ai_1: 7
Power figures rest on the tool's default switching activity, not on a simulated workload.
